<file path="./config.mk">
export PLATFORM = sky130hd
export DESIGN_NAME = TILE_DECODE
export DESIGN_NICKNAME = TILE_DECODE
export VERILOG_FILES = /design/flow/design.v
export SDC_FILE = /design/flow/constraint.sdc
export NUM_CORES = 4
export LEC_CHECK = 1
export CORE_AREA = 10 10 118 118
export DIE_AREA = 0 0 128 128
</file>
<file path="./constraint.sdc">
current_design TILE_DECODE

set clk_period 6.9
set clk_io_pct 0.2

create_clock -name clk0 -period $clk_period [get_ports {CLK}]

set non_clock_inputs [all_inputs -no_clocks]
set_input_delay [expr $clk_period * $clk_io_pct] -clock clk0 $non_clock_inputs
set_output_delay [expr $clk_period * $clk_io_pct] -clock clk0 [all_outputs]
</file>
<file path="./design.v">
module TILE_DECODE (input [9:0] X, input [9:0] Y, input [167:0] MAP, input CLK, output reg [9:0] XOFF, output reg [9:0] YOFF, output reg [7:0] CELL, output reg [7:0] RBT);
	wire [4:0] rpos;
	wire [2:0] roth;
	assign rpos = MAP[164:160];
	assign roth = MAP[167:165];
	always @ (posedge CLK)
	begin
		if(X >= (10'd32*10'd0 + 10'd50) && X < (10'd32*(10'd0+10'd1) + 10'd50) && Y >= (10'd38*10'd0 + 10'd50) && Y < (10'd38*(10'd0+10'd1) + 10'd50))
		begin 
			XOFF <= (10'd32*10'd0 + 10'd50);
			YOFF <= (10'd38*10'd0 + 10'd50);
			CELL <= MAP[7:0];
			if(rpos == 5'b00000)
				RBT <= {roth,5'b11111};
			else
				RBT <= {roth,5'b00000};
		end
		else if(X >= (10'd32*10'd1 + 10'd50) && X < (10'd32*(10'd1+10'd1) + 10'd50) && Y >= (10'd38*10'd0 + 10'd50) && Y < (10'd38*(10'd0+10'd1) + 10'd50))
		begin 
			XOFF <= (10'd32*10'd1 + 10'd50);
			YOFF <= (10'd38*10'd0 + 10'd50);
			CELL <= MAP[15:8];
			if(rpos == 5'b00001)
				RBT <= {roth,5'b11111};
			else
				RBT <= {roth,5'b00000};
		end
		else if(X >= (10'd32*10'd2 + 10'd50) && X < (10'd32*(10'd2+10'd1) + 10'd50) && Y >= (10'd38*10'd0 + 10'd50) && Y < (10'd38*(10'd0+10'd1) + 10'd50))
		begin 
			XOFF <= (10'd32*10'd2 + 10'd50);
			YOFF <= (10'd38*10'd0 + 10'd50);
			CELL <= MAP[23:16];
			if(rpos == 5'b00010)
				RBT <= {roth,5'b11111};
			else
				RBT <= {roth,5'b00000};
		end
		else if(X >= (10'd32*10'd3 + 10'd50) && X < (10'd32*(10'd3+10'd1) + 10'd50) && Y >= (10'd38*10'd0 + 10'd50) && Y < (10'd38*(10'd0+10'd1) + 10'd50))
		begin 
			XOFF <= (10'd32*10'd3 + 10'd50);
			YOFF <= (10'd38*10'd0 + 10'd50);
			CELL <= MAP[31:24];
			if(rpos == 5'b00011)
				RBT <= {roth,5'b11111};
			else
				RBT <= {roth,5'b00000};
		end
		else if(X >= (10'd32*10'd0 + 10'd50) && X < (10'd32*(10'd0+10'd1) + 10'd50) && Y >= (10'd38*10'd1 + 10'd50) && Y < (10'd38*(10'd1+10'd1) + 10'd50))
		begin 
			XOFF <= (10'd32*10'd0 + 10'd50);
			YOFF <= (10'd38*10'd1 + 10'd50);
			CELL <= MAP[39:32];
			if(rpos == 5'b00100)
				RBT <= {roth,5'b11111};
			else
				RBT <= {roth,5'b00000};
		end
		else if(X >= (10'd32*10'd1 + 10'd50) && X < (10'd32*(10'd1+10'd1) + 10'd50) && Y >= (10'd38*10'd1 + 10'd50) && Y < (10'd38*(10'd1+10'd1) + 10'd50))
		begin 
			XOFF <= (10'd32*10'd1 + 10'd50);
			YOFF <= (10'd38*10'd1 + 10'd50);
			CELL <= MAP[47:40];
			if(rpos == 5'b00101)
				RBT <= {roth,5'b11111};
			else
				RBT <= {roth,5'b00000};
		end
		else if(X >= (10'd32*10'd2 + 10'd50) && X < (10'd32*(10'd2+10'd1) + 10'd50) && Y >= (10'd38*10'd1 + 10'd50) && Y < (10'd38*(10'd1+10'd1) + 10'd50))
		begin 
			XOFF <= (10'd32*10'd2 + 10'd50);
			YOFF <= (10'd38*10'd1 + 10'd50);
			CELL <= MAP[55:48];
			if(rpos == 5'b00110)
				RBT <= {roth,5'b11111};
			else
				RBT <= {roth,5'b00000};
		end
		else if(X >= (10'd32*10'd3 + 10'd50) && X < (10'd32*(10'd3+10'd1) + 10'd50) && Y >= (10'd38*10'd1 + 10'd50) && Y < (10'd38*(10'd1+10'd1) + 10'd50))
		begin 
			XOFF <= (10'd32*10'd3 + 10'd50);
			YOFF <= (10'd38*10'd1 + 10'd50);
			CELL <= MAP[63:56];
			if(rpos == 5'b00111)
				RBT <= {roth,5'b11111};
			else
				RBT <= {roth,5'b00000};
		end
		else if(X >= (10'd32*10'd0 + 10'd50) && X < (10'd32*(10'd0+10'd1) + 10'd50) && Y >= (10'd38*10'd2 + 10'd50) && Y < (10'd38*(10'd2+10'd1) + 10'd50))
		begin 
			XOFF <= (10'd32*10'd0 + 10'd50);
			YOFF <= (10'd38*10'd2 + 10'd50);
			CELL <= MAP[71:64];
			if(rpos == 5'b01000)
				RBT <= {roth,5'b11111};
			else
				RBT <= {roth,5'b00000};
		end
		else if(X >= (10'd32*10'd1 + 10'd50) && X < (10'd32*(10'd1+10'd1) + 10'd50) && Y >= (10'd38*10'd2 + 10'd50) && Y < (10'd38*(10'd2+10'd1) + 10'd50))
		begin 
			XOFF <= (10'd32*10'd1 + 10'd50);
			YOFF <= (10'd38*10'd2 + 10'd50);
			CELL <= MAP[79:72];
			if(rpos == 5'b01001)
				RBT <= {roth,5'b11111};
			else
				RBT <= {roth,5'b00000};
		end
		else if(X >= (10'd32*10'd2 + 10'd50) && X < (10'd32*(10'd2+10'd1) + 10'd50) && Y >= (10'd38*10'd2 + 10'd50) && Y < (10'd38*(10'd2+10'd1) + 10'd50))
		begin 
			XOFF <= (10'd32*10'd2 + 10'd50);
			YOFF <= (10'd38*10'd2 + 10'd50);
			CELL <= MAP[87:80];
			if(rpos == 5'b01010)
				RBT <= {roth,5'b11111};
			else
				RBT <= {roth,5'b00000};
		end
		else if(X >= (10'd32*10'd3 + 10'd50) && X < (10'd32*(10'd3+10'd1) + 10'd50) && Y >= (10'd38*10'd2 + 10'd50) && Y < (10'd38*(10'd2+10'd1) + 10'd50))
		begin 
			XOFF <= (10'd32*10'd3 + 10'd50);
			YOFF <= (10'd38*10'd2 + 10'd50);
			CELL <= MAP[95:88];
			if(rpos == 5'b01011)
				RBT <= {roth,5'b11111};
			else
				RBT <= {roth,5'b00000};
		end
		else if(X >= (10'd32*10'd0 + 10'd50) && X < (10'd32*(10'd0+10'd1) + 10'd50) && Y >= (10'd38*10'd3 + 10'd50) && Y < (10'd38*(10'd3+10'd1) + 10'd50))
		begin 
			XOFF <= (10'd32*10'd0 + 10'd50);
			YOFF <= (10'd38*10'd3 + 10'd50);
			CELL <= MAP[103:96];
			if(rpos == 5'b01100)
				RBT <= {roth,5'b11111};
			else
				RBT <= {roth,5'b00000};
		end
		else if(X >= (10'd32*10'd1 + 10'd50) && X < (10'd32*(10'd1+10'd1) + 10'd50) && Y >= (10'd38*10'd3 + 10'd50) && Y < (10'd38*(10'd3+10'd1) + 10'd50))
		begin 
			XOFF <= (10'd32*10'd1 + 10'd50);
			YOFF <= (10'd38*10'd3 + 10'd50);
			CELL <= MAP[111:104];
			if(rpos == 5'b01101)
				RBT <= {roth,5'b11111};
			else
				RBT <= {roth,5'b00000};
		end
		else if(X >= (10'd32*10'd2 + 10'd50) && X < (10'd32*(10'd2+10'd1) + 10'd50) && Y >= (10'd38*10'd3 + 10'd50) && Y < (10'd38*(10'd3+10'd1) + 10'd50))
		begin 
			XOFF <= (10'd32*10'd2 + 10'd50);
			YOFF <= (10'd38*10'd3 + 10'd50);
			CELL <= MAP[119:112];
			if(rpos == 5'b01110)
				RBT <= {roth,5'b11111};
			else
				RBT <= {roth,5'b00000};
		end
		else if(X >= (10'd32*10'd3 + 10'd50) && X < (10'd32*(10'd3+10'd1) + 10'd50) && Y >= (10'd38*10'd3 + 10'd50) && Y < (10'd38*(10'd3+10'd1) + 10'd50))
		begin 
			XOFF <= (10'd32*10'd3 + 10'd50);
			YOFF <= (10'd38*10'd3 + 10'd50);
			CELL <= MAP[127:120];
			if(rpos == 5'b01111)
				RBT <= {roth,5'b11111};
			else
				RBT <= {roth,5'b00000};
		end
		else if(X >= (10'd32*10'd0 + 10'd50) && X < (10'd32*(10'd0+10'd1) + 10'd50) && Y >= (10'd38*10'd4 + 10'd50) && Y < (10'd38*(10'd4+10'd1) + 10'd50))
		begin 
			XOFF <= (10'd32*10'd0 + 10'd50);
			YOFF <= (10'd38*10'd4 + 10'd50);
			CELL <= MAP[135:128];
			if(rpos == 5'b10000)
				RBT <= {roth,5'b11111};
			else
				RBT <= {roth,5'b00000};
		end
		else if(X >= (10'd32*10'd1 + 10'd50) && X < (10'd32*(10'd1+10'd1) + 10'd50) && Y >= (10'd38*10'd4 + 10'd50) && Y < (10'd38*(10'd4+10'd1) + 10'd50))
		begin 
			XOFF <= (10'd32*10'd1 + 10'd50);
			YOFF <= (10'd38*10'd4 + 10'd50);
			CELL <= MAP[143:136];
			if(rpos == 5'b10001)
				RBT <= {roth,5'b11111};
			else
				RBT <= {roth,5'b00000};
		end
		else if(X >= (10'd32*10'd2 + 10'd50) && X < (10'd32*(10'd2+10'd1) + 10'd50) && Y >= (10'd38*10'd4 + 10'd50) && Y < (10'd38*(10'd4+10'd1) + 10'd50))
		begin 
			XOFF <= (10'd32*10'd2 + 10'd50);
			YOFF <= (10'd38*10'd4 + 10'd50);
			CELL <= MAP[151:144];
			if(rpos == 5'b10010)
				RBT <= {roth,5'b11111};
			else
				RBT <= {roth,5'b00000};
		end
		else if(X >= (10'd32*10'd3 + 10'd50) && X < (10'd32*(10'd3+10'd1) + 10'd50) && Y >= (10'd38*10'd4 + 10'd50) && Y < (10'd38*(10'd4+10'd1) + 10'd50))
		begin 
			XOFF <= (10'd32*10'd3 + 10'd50);
			YOFF <= (10'd38*10'd4 + 10'd50);
			CELL <= MAP[159:152];
			if(rpos == 5'b10011)
				RBT <= {roth,5'b11111};
			else
				RBT <= {roth,5'b00000};
		end
		else
		begin
			XOFF <= 10'b1111111111;
			YOFF <= 10'b1111111111;
			CELL <= 8'b00000000;
			RBT <= 8'b00000000;
		end
	end
endmodule
</file>
<file path="./run.sh">
#!/bin/bash
# OpenROAD 26Q1-2900-gdf79404cd8, Yosys 0.63+post, stock flow scripts
make -C /OpenROAD-flow-scripts/flow DESIGN_CONFIG=/design/flow/config.mk WORK_HOME=/design/flow/orfs finish
</file>
==> results.cfg <==
; yosys + openroad results
[detailed_routing]
diodes = 0
vias = 4202
viasPerCell = 5.764
routedWlPerCell_um = 23.78
antenna_left = 0
dr.pass1.iters = 5
drt_iter0_drc = 329
drc = 0
wirelength_um = 17340

[critical_path]
path_max_fanout = 15
worstSetupEndpointType = flip-flop
worstSetupStartpointType = primary input
path_class = in2reg
crit_arrival_ps = 4450
cp.required_ps = 7080

[floorplan]
chipArea_sq_um = 16380
rows = 39
fp-utilization = 0.2555
ios = 225
core_sq_um = 11420
die_y_um = 128
chipWidth_um = 128

[placed_design]
hpwl_um = 14180
dp_slack_ps = 2405
placed_area_sq_um = 5125
gp_congestion = 0.9135
placement.io_buffers = 220
dp.cells = 725

[power]
power-per-cell-area_nw_per_um2 = 91.74
ir_worst_vdd_mv = 0.09662
power_leakage_nw = 1.799
p_total_mw = 0.4798

[synthesis]
ys_warn_count = 1
edf_count = 0
ys_cells = 397
syn_area_sq_um = 2918
async_reset_ff_frac = 0
yosysUniqueCellTypes = 70
postSynthSeqShare = 0.1509
synthCells = 397
yosys_area_sq_um = 2918
syn_avg_cell_area_sq_um = 7.350
ys_ff = 22
synth_top_flop_cell = dfxtp_1

[cells_and_area]
logic_area_sq_um = 2232
fin_util = 0.4580
layout-drive-gt1-share = 0.04608
area_delta_synth_final_pct = 79.25
fillers = 1139
flop_area_sq_um = 440.4
fin_area_sq_um = 5230
final_cells = 729

[flow_run]
tool_warnings = 27
cap_violations = 0

[run_status]
status = completed

[min_path]
hold_class = in2reg

[timing]
setup_ws_ps = 2627
hold_viol = 0
period_used_share = 0.6192
rsz0062_at_grt = no
setup_viol = 0
tns_ps = 0
worst_pin_slew_ps = 794.1
whs_ps = 1679
min_period_ps = 4273
clock.fmax_mhz = 234.0
finalMaxSlewViolations = 0
relSlewSlack = 0.4706

[global_routing]
grt_max_degree = 28
overflow = 0
antenna_found_initial = 0
grtUsageTotal = 0.1994
grt_pass1_wl_um = 25410
grt_pass1_vias = 4324

[clock_tree]
cts_buffers = 3
post_cts_resized = 0
cts_tree = built
post_cts_buffers = 0
ctsLongestPathBuffers = 2
clkTransAtPathRegs_ps = 60
cts_max_level = 1
cts_hold_buf = 0
clkSinkCount = 22
cts-root-buf = clkbuf_16
## Yosys cell counts (3+ instances only)
library cell	instances	share of area
o21ai_1	3	0.0051
nor2b_1	5	0.011
nand4_1	5	0.011
a22oi_1	17	0.044
nor2_1	33	0.042
nand3b_1	3	0.0077
or3_1	3	0.0064
a21o_1	9	0.023
and2_1	8	0.017
nand2b_1	5	0.011
o21a_1	7	0.018
a22o_1	13	0.039
a221o_1	6	0.021
nand2_1	26	0.033
o2bb2ai_1	4	0.012
and3_1	9	0.019
o211ai_1	6	0.015
a222oi_1	7	0.024
o221ai_1	10	0.030
nand3_1	9	0.015
nor3_1	12	0.021
a32oi_1	3	0.0090
inv_1	3	0.0039
buf_4	14	0.036
buf_6	3	0.012
o2111ai_1	5	0.015
buf_2	8	0.014
o31ai_1	3	0.0077
o21ai_0	24	0.041
o22a_1	3	0.0090
a21oi_1	18	0.031
clkbuf_1	18	0.023
a311oi_1	4	0.012
o22ai_1	11	0.024
a221oi_1	11	0.033
a2bb2oi_1	3	0.0090
dfxtp_1	22	0.15
## sequential cells by signal, summed over array words and instances, names as in the netlist
name and count:
CELL 8, YOFF 7, RBT 4, XOFF 3
## cells in the final DEF (no fill, tap or decap), drive strengths merged, types with 4 or more instances in the layout
| master | instances |
|---|---|
| nor3 | 13 |
| a22o | 13 |
| clkdlybuf4s50 | 220 |
| nand3 | 9 |
| a21oi | 18 |
| a22oi | 17 |
| and2 | 8 |
| a21o | 9 |
| a222oi | 7 |
| buf | 8 |
| o21ai | 27 |
| nand2b | 5 |
| o221ai | 10 |
| nand2 | 26 |
| a221oi | 12 |
| a221o | 6 |
| nand4 | 5 |
| a311oi | 4 |
| o2bb2ai | 4 |
| dfxtp | 22 |
| o22ai | 11 |
| o2111ai | 5 |
| o21a | 7 |
| o211ai | 7 |
| and3 | 9 |
| o31ai | 4 |
| nor2b | 5 |
| nor2 | 34 |
## per-layer routing
metal  up-vias  share of wire  GRT usage
li1       1990              -          -
met1      1978           0.41     0.2534
met2       218           0.49     0.3391
met3        16          0.087    0.05287
met4         0          0.013    0.02715
met5         -              0          0
## layout make-up
class / instances / share of cell area
inverter: 3 / 0.002153
clock inverter: 1 / 0.005742
sequential: 22 / 0.08421
tap: 143 / 0.03421
multi-input combinational: 329 / 0.4268
clock buffer: 3 / 0.01435
timing repair buffer: 228 / 0.4325
## worst max-delay path, stage by stage
cell,delay (ps)
clkdlybuf4s50_1,610
nand3b_1,250
o22ai_1,380
nand2_1,530
nor2_1,660
a221oi_1,280
o2111ai_1,190
o2bb2ai_1,150
## worst paths after layout
| path | cells after the start | slack [ps] | to | from |
|---|---|---|---|---|
| max | 8 | 2630 | CELL[3] | Y[6] |
| min | 2 | 1680 | RBT[5] | MAP[165] |
## cell families after synthesis
group,share of synthesized area
AND-OR/OR-AND,0.5013
AND/OR/NAND/NOR,0.2363
buffers and inverters,0.08962
flip-flops,0.1509
XOR/XNOR,0.01158
multiplexers,0.009003
other,0.001285
## report_power, final
group / switching (mW) / total [mW] / internal, mW
clock network: 0.0499 / 0.165 / 0.115
logic: 0.0657 / 0.185 / 0.119
registers: 0.000709 / 0.130 / 0.129
No activity file was given, so power comes from the tool's default toggle rates.
